==> ./design.v <==
module regfile(rs1_1, rs2_1, rd_1, RegWrite_1, rs1data_1, rs2data_1, rddata_1,
		rs1_2, rs2_2, rd_2, RegWrite_2, rs1data_2, rs2data_2, rddata_2);
	input [4:0] rs1_1, rs2_1, rd_1, rs1_2, rs2_2, rd_2;  
	input [31:0] rddata_1, rddata_2;  
	input RegWrite_1, RegWrite_2;  
	output [31:0] rs1data_1, rs2data_1, rs1data_2, rs2data_2;  
	reg [31:0] aregs [0:127];  
	assign rs1data_1 = aregs[rs1_1];
	assign rs2data_1 = aregs[rs2_1];
	assign rs1data_2 = aregs[rs1_2];
	assign rs2data_2 = aregs[rs2_2];
	initial begin
		aregs[0] <= 32'd0;  
	end
	always @(posedge RegWrite_1) begin
		if(rd_1 != 5'd0) begin  
			aregs[rd_1] <= rddata_1;  
		end
	end
	always @(posedge RegWrite_2) begin
		if(rd_2 != 5'd0) begin  
			aregs[rd_2] <= rddata_2;  
		end
	end
endmodule
module datamem(raddr, waddr, readdata, writedata);  
	input [31:0] raddr, waddr, writedata;
	output reg [31:0] readdata; 
	reg [7:0] dataMem[0:1023];  
	always @(*) begin
		readdata <= {dataMem[raddr], dataMem[raddr+1], dataMem[raddr+2], dataMem[raddr+3]};
	end
	always @(waddr) begin
		{dataMem[waddr], dataMem[waddr+1], dataMem[waddr+2], dataMem[waddr+3]} <= writedata;
	end
endmodule
module MEM(memOP, rs1val, rs2val, imm, rdval, swaddr, swdata, raddr, rdata);  
	input memOP;
	input [31:0] rs1val, rs2val, imm;
	output [31:0] rdval, swaddr, swdata, raddr;  
	input [31:0] rdata;  
	assign raddr = rs1val + imm;  
	assign swaddr = rs1val + imm;  
	assign swdata = rs2val;  
	assign rdval = rdata;  
endmodule
module ALU(aluOP, aluSrc, rs1val, rs2val, imm, rdval);  
	input [1:0] aluOP;
	input aluSrc;
	input [31:0] rs1val, rs2val, imm;
	output reg [31:0] rdval;
	always @(*) begin
		case(aluOP)
			2'd0: rdval = rs1val + ((aluSrc) ? imm : rs2val);
			2'd1: rdval = rs1val - rs2val;  
			2'd2: rdval = rs1val | ((aluSrc) ? imm : rs2val);
			2'd3: rdval = rs1val & ((aluSrc) ? imm : rs2val);
		endcase
	end
endmodule
==> ./run.sh <==
#!/bin/bash
# OpenROAD 26Q1-2900-gdf79404cd8, Yosys 0.63+post, stock flow scripts
make -C /OpenROAD-flow-scripts/flow DESIGN_CONFIG=/design/flow/config.mk WORK_HOME=/design/flow/orfs finish
==> ./config.mk <==
export PLATFORM = sky130hd
export DESIGN_NAME = ALU
export DESIGN_NICKNAME = ALU
export VERILOG_FILES = /design/flow/design.v
export SDC_FILE = /design/flow/constraint.sdc
export NUM_CORES = 4
export LEC_CHECK = 1
export CORE_UTILIZATION = 40
==> ./constraint.sdc <==
current_design ALU

set clk_period 16.6
set clk_io_pct 0.2

create_clock -name clk0 -period $clk_period

set non_clock_inputs [all_inputs -no_clocks]
set_input_delay [expr $clk_period * $clk_io_pct] -clock clk0 $non_clock_inputs
set_output_delay [expr $clk_period * $clk_io_pct] -clock clk0 [all_outputs]
==> results.txt <==
Min Tclk post-route: 12,770 ps
Tool warnings: 33
Worst slew pin tran: 668 ps
I/O Pins: 131
Yosys top cell by area: ha_1
Vias in the first global route: 4,367
DR vias/cell: 5.63
Post-synthesis cell area: 4040 µm²
Fin. max-slew vios: 0
Outcome: finished, final reports clean
Worst Hold Class: in2out
Final GP Congestion: 1.02
Aggregate global-route resource usage: 26.7%
CTS Hold Bufs: 0
CLK BUF: 0
Final setup TNS: 0 ps
Chip area: 10,500 µm²
Mean post-synth cell area: 6.54 µm²
Initial antenna violation count: 0
Final tally of setup violations: 0
CTS resizes: 0
PD cells: 38.2 nW/µm²
Area Growth Syn to Fin: 35.1%
Setup CP Type: in2out
Max cap viols: 0
Req. time, crit path: 13,280 ps
Post-CTS Setup Inserts: 0
Worst Setup Start Kind: input pin
FF+latch count: 0
Chip width: 102 µm
Final hold violation count: 0
Worst vdd ir: 19.0 µV
Area share, top type: 9.92%
Antenna Violating Nets Remaining: 0
CP Capture Type: output pin
Top area cell types: ha_1, a21oi_1, xnor2_1, maj3_1, nor2_1
Share of layout cells above drive strength 1: 5.23%
Violation count after the first detailed-route iteration: 281
Leakage: 2.10 nW
Cell Type Count: 63
Post-DP HPWL: 10.8 mm
Core area: 9770 µm²
Yosys warnings: 1
Seq share, synth: 0%
RSZ-0062 raised after global routing: false
Initial Utilization: 41.3%
Min Hold Slack: 7670 ps
Slew Limit Headroom: 54.9%
Period Utilization, post-route: 77.0%
WL/cell: 15.8 µm
CP arrival: 9450 ps
First-pass GRT wire length: 21.8 mm
Largest net degree at the start of global routing: 70
Util after Layout: 55.8%
Rows: 36
Total number of vias: 4,836
Grt ovf: 0
YS chip area: 4040 µm²
Final WL: 13.6 mm
Port-buffer cells: 131
Sequential Area: 0 µm²
Cells after Synth: 617
Max Clk Rate: 0.0783 GHz
Die height: 102 µm
N_diodes: 0
1st-pass router iterations: 5
Residual DRC: 0
Cells in synth_stat.txt: 617
Largest fanout on the critical path: 69
[cell type report]
cell class                 instances  area [µm²]
timing repair buffer             139        1370
tap                              133         166
multi-input combinational        559        3810
inverter                          28         105
fill                             947        4320
[cells in the final DEF (no fill, tap or decap), drive strengths merged, types with 4 or more instances in the layout]
cell           instances
clkdlybuf4s50        130
nand2                 52
or4b                   4
o31ai                  9
nand3                  6
a21o                  10
ha                    32
and2                   6
or3                   10
o21ai                 41
inv                   27
nand2b                 7
a22oi                  8
a31oi                  4
a211oi                 4
nor2b                  8
mux2i                 20
a21oi                 75
nor3b                  8
nand4                  6
o22ai                  6
buf                    9
nor3                  33
maj3                  26
xor2                  13
mux2                  16
o21a                  13
xnor2                 33
nor2                  63
[per-stage QoR]
stage | cell area, µm² | total power, mW | instances | worst slack (ps)
after floorplan | 4040 | 0.123 | 617 | 4920
after global placement | 5450 | 0.208 | 859 | 3930
after detailed placement | 5450 | 0.207 | 859 | 3810
after CTS | 5450 | 0.208 | 859 | 3820
after global routing | 5450 | 0.233 | 859 | 3240
final | 5450 | 0.208 | 859 | 3830
[kinds of logic after synthesis]
logic type	Yosys count	share of synthesized area [%]
xor+xnor	46	9.98
fa+ha+maj	59	16.9
mux	36	9.43
compound gates	197	30.3
simple gates	221	27.9
buf+inv	58	5.58
[worst paths after layout]
path	cells after the start	end	slack (ps)	start
worst min-delay path	4	rdval[29]	7670	rs1val[29]
worst max-delay path	21	rdval[30]	3830	aluSrc
[report_power, final]
| group | internal, mW | total, mW | switching (mW) |
|---|---|---|---|
| Sequential | 0 | 0 | 0 |
| Clock | 0 | 0 | 0 |
| Combinational | 0.111 | 0.208 | 0.0970 |
[synthesized netlist by cell type (4+ instances only)]
cell type / number
nor3b_1: 8
maj3_1: 26
a21o_1: 10
nor2b_1: 8
ha_1: 32
buf_1: 6
o21ai_0: 38
nand2_1: 52
nor3_1: 31
nor2_1: 63
o31ai_1: 9
and2_1: 6
inv_1: 27
o22ai_1: 6
o21a_1: 13
a21oi_1: 75
a211oi_1: 4
nand2b_1: 7
nand4_1: 5
a22oi_1: 8
a31oi_1: 4
or3_1: 10
mux2_2: 16
nand3_1: 6
xnor2_1: 33
clkbuf_1: 20
mux2i_1: 20
xor2_1: 13
[critical path, stage by stage]
cell and delay [ps]:
buf_2 490, buf_4 650, mux2i_1 380, ha_1 270, nand2_1 120, or3_1 430, nor4_1 360, xor2_1 110
nand2_1 70, o21ai_0 80, ha_1 380, and4_1 240, nand3_1 90, a21oi_1 230, nor4_1 120, o31ai_1 470
nand3_1 250, and2_1 240, o31a_1 290, o311ai_0 270, clkdlybuf4s50_1 520
[routing by layer]
metal / global-route usage, % / vias up / share of wire (%) / wire [µm]
met2: 43.1 / 153 / 45 / 6070
met3: 1.11 / 8 / 5.6 / 759
met1: 40.7 / 2160 / 49 / 6650
li1: - / 2515 / - / -
met5: 0 / - / 0 / 0
met4: 1.98 / 0 / 0.52 / 71
Power is estimated from default activity; no workload was simulated.
