### flow/run.sh
#!/bin/bash
# OpenROAD 26Q1-2900-gdf79404cd8, Yosys 0.63+post, stock flow scripts
make -C /OpenROAD-flow-scripts/flow DESIGN_CONFIG=/design/flow/config.mk WORK_HOME=/design/flow/orfs finish
### flow/config.mk
export PLATFORM = sky130hd
export DESIGN_NAME = decode
export DESIGN_NICKNAME = decode
export VERILOG_FILES = /design/flow/design.v
export SDC_FILE = /design/flow/constraint.sdc
export NUM_CORES = 4
export LEC_CHECK = 1
export CORE_AREA = 10 10 75 75
export DIE_AREA = 0 0 85 85
### flow/design.v
module decode(
	inst1, inst2, 
	rs2_1, rs1_1, rd_1, imm_1, 
	rs2_2, rs1_2, rd_2, imm_2, 
	MemRead_1, MemtoReg_1, MemWrite_1, ALUSrc_1, RegWrite_1, ALUOp_1, 
	MemRead_2, MemtoReg_2, MemWrite_2, ALUSrc_2, RegWrite_2, ALUOp_2
	);
	input [31:0] inst1, inst2;
	output [4:0] rs2_1, rs1_1, rd_1, rs2_2, rs1_2, rd_2;
	wire [6:0] funct7_1, opcode_1, funct7_2, opcode_2;
	wire [2:0] funct3_1, funct3_2;
	output [31:0] imm_1, imm_2;
	output MemRead_1, MemtoReg_1, MemWrite_1, ALUSrc_1  , RegWrite_1; 
	output MemRead_2, MemtoReg_2, MemWrite_2, ALUSrc_2  , RegWrite_2;  
	output reg [1:0] ALUOp_1, ALUOp_2;  
	assign funct7_1 = inst1[31:25];
	assign rs2_1 = inst1[24:20];
	assign rs1_1 = inst1[19:15];
	assign funct3_1 = inst1[14:12];
	assign opcode_1 = inst1[6:0];
	assign rd_1 = ((opcode_1 != 7'b0100011) ? inst1[11:7] : 0);  
	assign imm_1 = (inst1[6:0] == 7'b0100011) ? {inst1[31:25], inst1[11:7]} : inst1[31:20];  
	assign MemRead_1 = ({funct3_1, opcode_1} == 10'b0100000011);  
	assign MemtoReg_1 = MemRead_1;  
	assign MemWrite_1 = ({funct3_1, opcode_1} == 10'b0100100011);  
	assign RegWrite_1 = (opcode_1 != 7'b0100011 & opcode_1 != 0);  
	assign ALUSrc_1 = (opcode_1 != 7'b0110011);  
	always @(inst1) begin
		case (funct3_1)
			3'b000: begin 
				ALUOp_1 <= {1'b0, (funct7_1 != 0)};  
			end
			3'b110: ALUOp_1 <= 2'b10;  
			3'b111: ALUOp_1 <= 2'b11;  
			default: ALUOp_1 <= 2'b00;  
		endcase
	end
	assign funct7_2 = inst2[31:25];
	assign rs2_2 = inst2[24:20];
	assign rs1_2 = inst2[19:15];
	assign funct3_2 = inst2[14:12];
	assign opcode_2 = inst2[6:0];
	assign rd_2 = ((opcode_2 != 7'b0100011) ? inst2[11:7] : 0);  
	assign imm_2 = (inst2[6:0] == 7'b0100011) ? {inst2[31:25], inst2[11:7]} : inst2[31:20];  
	assign MemRead_2 = ({funct3_2, opcode_2} == 10'b0100000011);  
	assign MemtoReg_2 = MemRead_2;  
	assign MemWrite_2 = ({funct3_2, opcode_2} == 10'b0100100011);  
	assign RegWrite_2 = (opcode_2 != 7'b0100011 & opcode_2 != 0);  
	assign ALUSrc_2 = (opcode_2 != 7'b0110011);  
	always @(inst2) begin
		case (funct3_2)
			3'b000: begin 
				ALUOp_2 <= {1'b0, (funct7_2 != 0)};  
			end
			3'b110: ALUOp_2 <= 2'b10;  
			3'b111: ALUOp_2 <= 2'b11;  
			default: ALUOp_2 <= 2'b00;  
		endcase
	end
endmodule
### flow/constraint.sdc
current_design decode

set clk_period 2.8
set clk_io_pct 0.2

create_clock -name clk0 -period $clk_period

set non_clock_inputs [all_inputs -no_clocks]
set_input_delay [expr $clk_period * $clk_io_pct] -clock clk0 $non_clock_inputs
set_output_delay [expr $clk_period * $clk_io_pct] -clock clk0 [all_outputs]
==> flow_summary_export.csv <==
group,metric,value,unit
logic_synthesis,synth_top_area_share,58.2,%
logic_synthesis,topCellsByArea,"buf_4 (58%), mux2_2 (11%), and2_1 (4.5%)",
setup_path,crit_arrival,2.18,ns
min_path,hold_class,"input pin to primary output",
logic_synthesis,netlist_area,980,um^2
timing,slew_viol_final,0,
setup_path,critPathMaxFanout,2,
timing,fmax,364,MHz
floorplan,chipArea,7230,um^2
floorplan,core_area,4060,um^2
timing,setup_viol,0,
layout,design_area,1980,um^2
drt,postRouteAntennaNets,0,
floorplan,chipWidth,85,um
floorplan,die_y,85,um
logic_synthesis,yosys_cells,132,
placed_design,dp_cells,274,
timing,rsz0062_at_grt,"false",
drt,insertedDiodeCount,0,
layout,ff_count,0,
layout,final_util,48.8,%
drt,vias_per_cell,3.78,
layout,seq_area,0,um^2
floorplan,ios,172,
logic_synthesis,ys_seq_share,0,%
job,warnings,32,
timing,hold_viol,0,
timing,min_period,2.74,ns
placed_design,dp_hpwl,3970,um
drt,drc,0,
cts,cts_hold_buf,0,
logic_synthesis,ys_area,980,um^2
logic_synthesis,common_cells,"buf_4 (76), mux2_2 (10), and2_1 (7), nor3_1 (7), and2b_2 (5)",
floorplan,row_count,23,
drt,finalWirelength,4270,um
floorplan,fp-utilization,24.1,%
placed_design,preCtsSetupSlack,-0.402,ns
power,powerDensity,98.4,nW/um^2
layout,layout-drive-gt1-share,21.8,%
placed_design,placedInstanceArea,1880,um^2
status,status,"finished, final reports clean",
logic_synthesis,syn_avg_cell_area,7.42,um^2
setup_path,critPathLaunch,"inst1[4]",
power,leakage,0.886,nW
logic_synthesis,yosysUniqueCellTypes,18,
global_routing,grt_antenna_before_repair,0,
drt,detail_route.first_pass.iterations,2,
drt,post_drt_wl_per_cell,15.3,um
global_routing,grt.overflow.total,0,
power,total_power,0.195,mW
global_routing,first_global_vias,1185,
drt,vias,1056,
logic_synthesis,yosys_warnings,1,
job,cap_viol_max_count,0,
global_routing,grt_pass1_wl,6220,um
layout,fin_cells,279,
global_routing,globalRouteTotalUtil,10.4,%
setup_path,end_kind,"primary output",
power,vdd_drop_max,41.0,uV
layout,clkbuf_count,0,
global_routing,grt_max_degree,9,
timing,worst_slack,0.0559,ns
placed_design,portBuffers,112,
placed_design,gp_congestion,0.872,
drt,drt-initial-drc-count,43,
timing,fin_crit_sh,98.0,%
setup_path,crit_type,"input pin to primary output",
min_path,hp-start,"inst1[15]",
layout,fillerInstances,380,
logic_synthesis,netlist_instances,132,
logic_synthesis,top_cell,"buf_4",
setup_path,required,2.24,ns
setup_path,cp-start-kind,"input pin",
layout,area_growth,102,%
logic_synthesis,synth_top_cell_by_area,"buf_4",
[worst max-delay path, cell delays in order]
cell and delay (ns):
clkdlybuf4s50_1 0.42, or4b_4 0.58, nor3_2 0.13, clkdlybuf4s50_1 0.49
[power breakdown]
part / internal [mW] / switching, mW
clock network: 0 / 0
registers: 0 / 0
logic: 0.147 / 0.0479
[metal layers]
layer	wire length (um)	global-route usage, %	vias to the layer above
li1	-	-	534
met2	2290	20.8	72
met1	1520	10.1	446
met5	0	0	-
met3	423	3.95	4
met4	27	0.898	0
[layout make-up]
class / count / area [um^2] / share of cell area (%)
multi-input combinational: 95 / 604 / 30.5
tap: 50 / 62.6 / 3.16
timing repair buffer: 134 / 1320 / 66.4
[cells in the final DEF, fill, tap and decap left out, types with 2 or more instances in the layout]
cell type,n
nor3_1,5
clkdlybuf4s15_1,8
mux2_4,3
conb_1,40
and2b_2,5
dlymetal6s2s_1,2
nor2_1,3
or4b_4,2
nor4_1,3
dlygate4sd2_1,7
nand2_1,3
buf_6,5
buf_4,15
a21o_1,2
o21ai_0,2
clkdlybuf4s50_1,90
and2_1,7
nor3_2,2
mux2_2,7
nand3_1,3
and3_1,2
a2111oi_0,2
buf_2,4
[final timing paths]
path                      to  depth (start not counted)
setup / recovery  MemWrite_1                          4
hold / removal      rs1_1[0]                          0
[repair_timing]
item,CTS,global route
gates resized,51,5
pin swaps,3,2
setup endpoints to repair,26,16
gates cloned,1,0
setup buffers,4,0
[per-stage QoR]
| stage | setup TNS (ns) | hold WS [ns] |
|---|---|---|
| 2_1_floorplan | 0 | 1.14 |
| 3_3_place_gp | -4.94 | 1.12 |
| 3_5_place_dp | -4.89 | 1.12 |
| 4_1_cts | 0 | 1.12 |
| 5_1_grt | 0 | 1.12 |
| 6_report | 0 | 1.12 |
[cells by family (layout without fill, tap and decap cells)]
group	after synthesis	after routing	share of synthesized area, %
multiplexers	10	10	11.5
AND-OR/OR-AND	6	6	4.34
other	1	40	0.383
buffers and inverters	76	134	58.2
AND/OR/NAND/NOR	39	39	25.5
Power figures rest on the tool's default switching activity, not on a simulated workload.
